`design/flow/run.sh`:
```
#!/bin/bash
# OpenROAD 26Q1-2900-gdf79404cd8, Yosys 0.63+post, stock flow scripts
make -C /OpenROAD-flow-scripts/flow DESIGN_CONFIG=/design/flow/config.mk WORK_HOME=/design/flow/orfs finish
```
`design/flow/config.mk`:
```
export PLATFORM = sky130hd
export DESIGN_NAME = data_memory
export DESIGN_NICKNAME = data_memory
export VERILOG_FILES = /design/flow/design.v
export SDC_FILE = /design/flow/constraint.sdc
export NUM_CORES = 4
export LEC_CHECK = 1
export CORE_UTILIZATION = 30
export SYNTH_MEMORY_MAX_BITS = 65536
```
`design/flow/constraint.sdc`:
```
current_design data_memory

set clk_period 55.9
set clk_io_pct 0.2

create_clock -name clk0 -period $clk_period [get_ports {clk}]

set non_clock_inputs [all_inputs -no_clocks]
set_input_delay [expr $clk_period * $clk_io_pct] -clock clk0 $non_clock_inputs
set_output_delay [expr $clk_period * $clk_io_pct] -clock clk0 [all_outputs]
```
`design/flow/design.v`:
```
module data_memory (
    input wire clk,               
    input wire [31:0] addr,       
    input wire [31:0] write_data, 
    input wire memWrite,         
    input wire memRead,          
    output reg [31:0] read_data   
);
    reg [31:0] memory [0:255]; 
    integer i;
    initial begin
        for (i = 0; i < 256; i = i + 1)
            memory[i] = 32'h0;
    end
    always @(*) begin
        if (memRead)
            read_data = memory[addr[31:2]];  
        else
            read_data = 32'h0;
    end
    always @(posedge clk) begin
        if (memWrite) begin
            memory[addr[31:2]] <= write_data;
        end
    end
endmodule
```
==> impl_results.html <==
<h3>Flow metrics</h3>
<table>
<tr><th>Metric</th><th>Value</th></tr>
<tr><th colspan="2">Logic synthesis</th></tr>
<tr><td>Cells after synthesis</td><td>15300</td></tr>
<tr><td>Area of the mapped netlist</td><td>314000 um^2</td></tr>
<tr><td>Post-synth EDFFs</td><td>8192</td></tr>
<tr><td>Async SR Flop Fraction</td><td>0</td></tr>
<tr><td>Yosys stat cell total</td><td>15300</td></tr>
<tr><td>Sequential fraction of the synthesis area</td><td>0.783</td></tr>
<tr><td>Post-synthesis average cell area</td><td>20.5 um^2</td></tr>
<tr><td>Yosys synthesis chip area</td><td>314000 um^2</td></tr>
<tr><td>Distinct cell type count of the synthesized netlist</td><td>56</td></tr>
<tr><td>Yosys warning tally</td><td>1</td></tr>
<tr><td>Flip-flop cell with the highest count after synthesis</td><td>edfxtp_1</td></tr>
<tr><td>Flops out of synthesis</td><td>8192</td></tr>
<tr><th colspan="2">Die</th></tr>
<tr><td>Ports</td><td>slightly below 100</td></tr>
<tr><td>Vert. Die Dim</td><td>1030 um</td></tr>
<tr><td>DIE AREA</td><td>1050000 um^2</td></tr>
<tr><td>Core utilization before placement</td><td>0.301</td></tr>
<tr><td>Core Area</td><td>around 1000000 um^2</td></tr>
<tr><td>FP Rows</td><td>375</td></tr>
<tr><td>Horiz. Die Dim</td><td>1030 um</td></tr>
<tr><th colspan="2">Routing</th></tr>
<tr><td>Violation tally from detailed-route iteration zero</td><td>11100</td></tr>
<tr><td>Antenna-violating nets left</td><td>0</td></tr>
<tr><td>Routed wire length on met2</td><td>391000 um</td></tr>
<tr><td>Total iterations of the first detailed-routing run</td><td>6</td></tr>
<tr><td>Wire length on met3</td><td>188000 um</td></tr>
<tr><td>Metal1 wirelength</td><td>270000 um</td></tr>
<tr><td>Remaining design rule violation count</td><td>0</td></tr>
<tr><td>Vias per Instance</td><td>5.09</td></tr>
<tr><td>Top routing layer in use</td><td>met5</td></tr>
<tr><td>Via count of the routed design</td><td>157000</td></tr>
<tr><td>Total wirelength of the detailed-routed design</td><td>889000 um</td></tr>
<tr><td>Routed wirelength normalized by instance count</td><td>28.8 um</td></tr>
<tr><th colspan="2">CTS</th></tr>
<tr><td>Total clock buffers created by CTS</td><td>811</td></tr>
<tr><td>Count of buffers added by post-CTS timing repair for setup</td><td>0</td></tr>
<tr><td>Max Root-Sink Buffers</td><td>4</td></tr>
<tr><td>Number of gates resized after CTS</td><td>0</td></tr>
<tr><td>Clock transition at path regs</td><td>0.06 ns</td></tr>
<tr><td>H-Tree Level Count</td><td>6</td></tr>
<tr><td>CTS tree</td><td>done</td></tr>
<tr><td>Clock root buffer master</td><td>clkbuf_16</td></tr>
<tr><td>Count of hold-fix buffers inserted at cts</td><td>0</td></tr>
<tr><td>CTS sink count</td><td>8192</td></tr>
<tr><th colspan="2">Finish</th></tr>
<tr><td>Register Area</td><td>246000 um^2</td></tr>
<tr><td>Signed area change from the synthesized netlist to the final layout</td><td>15.4%</td></tr>
<tr><td>Proportion of layout cells with a drive suffix above 1</td><td>0.227</td></tr>
<tr><td>Largest register FFs</td><td>between 8000 and 9000</td></tr>
<tr><td>Area of the multi-input gates</td><td>66000 um^2</td></tr>
<tr><td>Fill cells</td><td>94800</td></tr>
<tr><th colspan="2">Worst setup path</th></tr>
<tr><td>Critical Setup Path Class</td><td>in -&gt; out</td></tr>
<tr><td>Slowest stage cell on the critical path</td><td>buf_4</td></tr>
<tr><td>Crit path DRT</td><td>around 45 ns</td></tr>
<tr><td>Critical Path End</td><td>read_data[29]</td></tr>
<tr><td>Number of buffers and inverters on the critical path</td><td>11</td></tr>
<tr><td>Stage delay of the slowest cell on the critical path</td><td>0.68 ns</td></tr>
<tr><td>Worst setup startpoint</td><td>addr[3]</td></tr>
<tr><td>Kind of end point of the critical path</td><td>output pin</td></tr>
<tr><td>Cell mode on critical path</td><td>buf_4</td></tr>
<tr><td>Arr. time, crit path</td><td>20.27 ns</td></tr>
<tr><td>Crit path max fanout</td><td>74</td></tr>
<tr><td>List of cells traversed by the critical path</td><td>buf_16 &gt; buf_4 &gt; buf_4 &gt; buf_4 &gt; buf_4 &gt; buf_4 &gt; buf_4 &gt; buf_12 &gt; buf_4 &gt; buf_4 &gt; mux2i_1 &gt; o22ai_1 &gt; nor4_1 &gt; nand4_1 &gt; o21ai_0 &gt; a21oi_1 &gt; and3_1 &gt; clkdlybuf4s50_1</td></tr>
<tr><td>Startpoint type of the worst setup path</td><td>primary input</td></tr>
<tr><td>Worst path top cell family by delay</td><td>buffers and inverters</td></tr>
<tr><td>Number of logic stages on the critical path including buffering</td><td>18</td></tr>
<tr><th colspan="2">Power and ir drop</th></tr>
<tr><td>Max rail drop VDD</td><td>0.0000346 V</td></tr>
<tr><td>Leakage power summed over all cells</td><td>approximately 0.11 uW</td></tr>
<tr><td>Power Total</td><td>12600 uW</td></tr>
<tr><td>Power per cell area</td><td>34.8 nW/um^2</td></tr>
<tr><th colspan="2">Timing</th></tr>
<tr><td>Final critical-path required period</td><td>31.45 ns</td></tr>
<tr><td>Worst rel slew slack</td><td>0.167</td></tr>
<tr><td>Fmax</td><td>0.0318 GHz</td></tr>
<tr><td>Setup repair after global routing missed its margin</td><td>false</td></tr>
<tr><td>Final setup violation count</td><td>0</td></tr>
<tr><td>Transition time at the pin with the least slew margin</td><td>1.22 ns</td></tr>
<tr><td>Pins over their slew limit</td><td>0</td></tr>
<tr><td>Total negative slack for setup checks</td><td>0 ns</td></tr>
<tr><td>Final Cycle Share</td><td>0.563</td></tr>
<tr><td>Endpoints failing hold</td><td>0</td></tr>
<tr><th colspan="2">Global routing</th></tr>
<tr><td>Wire length of the first global-routing pass</td><td>1250000 um</td></tr>
<tr><td>Remaining Overflow, GRT</td><td>0</td></tr>
<tr><td>Number of antenna violations at the first check in global routing</td><td>60</td></tr>
<tr><td>Largest net degree at the start of global routing</td><td>around 100</td></tr>
<tr><td>Via count of the first global-routing pass</td><td>168000</td></tr>
<tr><td>Tot GR Track Use</td><td>0.179</td></tr>
<tr><th colspan="2">Hold path</th></tr>
<tr><td>Class of the tightest hold or removal check</td><td>in -&gt; reg</td></tr>
<tr><th colspan="2">Job</th></tr>
<tr><td>Tool Warnings</td><td>around 50</td></tr>
<tr><td>Reported max-cap violation count</td><td>0</td></tr>
<tr><th colspan="2">Place</th></tr>
<tr><td>Port-buffer cells</td><td>approximately 74</td></tr>
<tr><td>Post-detail-place hpwl</td><td>513000 um</td></tr>
<tr><td>Last weighted congestion value of the routability-driven placer</td><td>0.899</td></tr>
<tr><th colspan="2">Outcome</th></tr>
<tr><td>Run status</td><td>finished, final reports clean</td></tr>
</table>
-- cell usage in the layout (no fill, tap or decap), types with 123 or more instances in the layout --
master,n
a2111oi_0,145
nor2_4,254
nor2_1,226
nand3_1,166
o21ai_0,349
clkinv_1,216
o22ai_1,416
a21oi_1,383
nand2_1,155
mux4_2,1154
clkbuf_1,210
nand4_1,135
clkbuf_16,818
a221oi_1,123
a211oi_1,181
mux2_2,348
mux2i_1,1418
nor2b_1,188
buf_4,843
edfxtp_1,8192
-- cells by family (layout without fill, tap and decap cells) --
group / after synthesis / in the layout / share of synthesized area
DFF: 8192 / 8192 / 0.783
muxes: 2920 / 2920 / 0.140
AOI/OAI and AO/OA: 1877 / 1877 / 0.0393
and+or+nand+nor: 1387 / 1387 / 0.0222
buffers and inverters: 927 / 2413 / 0.0151
other: 0 / 80 / 0
-- area by class of cell --
type                       instances  area share
clock inverter                   449      0.0111
clock buffer                    1028      0.0586
timing repair buffer             933      0.0209
inverter                           3   0.0000518
antenna                           80    0.000552
multi-input combinational       6184       0.182
tap                            13900      0.0481
sequential                      8192       0.679
-- worst min-delay path by stage --
stage / startpoint / end / slack, ns / cells past startpoint
5_1_grt: write_data[15] / memory[198][15] / 10.36 / 1
4_1_cts: write_data[24] / memory[228][24] / 10.31 / 1
6_report: write_data[24] / memory[230][24] / 10.38 / 1
-- report_power, final --
part | switching (uW) | internal, uW | total [uW]
logic | 428 | 186 | 614
clock network | 2310 | 2910 | 5220
registers | 2.60 | 6770 | 6770
-- metrics by stage --
step,instance area (um^2),hold slack [ns],std cells,utilization,setup slack (ns)
2_1_floorplan,314000,11.28,15300,-,31.42
3_3_place_gp,337000,11.56,29300,0.323,24.39
3_5_place_dp,337000,11.57,29300,0.323,24.34
4_1_cts,362000,10.31,30700,0.347,24.31
5_1_grt,362000,10.36,30800,0.347,24.00
6_report,363000,10.38,30800,0.348,24.45
-- routing by layer --
| layer | vias to the layer above | global-route usage |
|---|---|---|
| met5 | - | 0.0380 |
| li1 | 65700 | - |
| met4 | 92 | 0.0547 |
| met3 | 1660 | 0.173 |
| met1 | 78700 | 0.182 |
| met2 | 10600 | 0.254 |
-- synthesized netlist by cell type, types with 2 or more instances --
master     instances  area share
buf_2            325      0.0052
nor2b_1          192      0.0038
o211ai_1          31     0.00074
o21ai_0          349      0.0056
clkbuf_1         378      0.0045
or2_2              3    0.000060
nor3_1            37     0.00059
nor4_2            13     0.00052
a211oi_1         181      0.0043
a221oi_1         126      0.0035
or4_1             31     0.00074
a22o_1            32     0.00089
o221ai_1          62      0.0017
buf_6             54      0.0019
nor2_1           480      0.0057
and2b_1            2    0.000048
o22ai_1          416      0.0083
buf_1             60     0.00072
nand4b_1           4     0.00011
or4b_1             2    0.000064
a2111oi_1         27     0.00086
a2111oi_0        155      0.0043
and2_1             8     0.00016
buf_8              7     0.00033
o21ai_1            5    0.000080
edfxtp_1        8192        0.78
nand2_1          167      0.0020
o32ai_1           30     0.00084
buf_4             98      0.0023
nand2b_1           4    0.000080
mux2_2           348       0.012
and4_1             2    0.000056
nand3_1          181      0.0029
nand4_1          135      0.0027
mux2i_1         1418       0.045
o22a_1             2    0.000056
inv_1              2    0.000024
mux4_2          1154       0.083
nor4_1            82      0.0016
nand4bb_1          5     0.00018
and3_1            34     0.00068
a21oi_1          383      0.0061
a22oi_1           70      0.0017
a2111oi_2          4     0.00019
No activity file was given, so power comes from the tool's default toggle rates.
