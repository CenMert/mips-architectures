`design/flow/run.sh`:
```
#!/bin/bash
# OpenROAD 26Q1-2900-gdf79404cd8, Yosys 0.63+post, stock flow scripts
make -C /OpenROAD-flow-scripts/flow DESIGN_CONFIG=/design/flow/config.mk WORK_HOME=/design/flow/orfs finish
```
`design/flow/config.mk`:
```
export PLATFORM = sky130hd
export DESIGN_NAME = register_file
export DESIGN_NICKNAME = register_file
export VERILOG_FILES = /design/flow/design.v
export SDC_FILE = /design/flow/constraint.sdc
export NUM_CORES = 4
export LEC_CHECK = 1
export CORE_UTILIZATION = 40
```
`design/flow/constraint.sdc`:
```
current_design register_file

set clk_period 8.0
set clk_io_pct 0.2

create_clock -name clk0 -period $clk_period [get_ports {clk}]

set non_clock_inputs [all_inputs -no_clocks]
set_input_delay [expr $clk_period * $clk_io_pct] -clock clk0 $non_clock_inputs
set_output_delay [expr $clk_period * $clk_io_pct] -clock clk0 [all_outputs]
```
`design/flow/design.v`:
```
module register_file(
	input wire clk,
	input wire reset,
	input wire reg_write,			 
	input wire [4:0] read_reg1,	 
	input wire [4:0] read_reg2,	 
	input wire [4:0] write_reg,	 
	input wire [31:0] write_data,
	output wire [31:0] read_data1,	 
	output wire [31:0] read_data2		 
);
reg [31:0] register [0:31];  
always @(posedge clk or posedge reset) begin
    if (reset) begin
        integer i;
        for (i = 0; i < 32; i = i + 1)
            register[i] <= 0;
    end else begin
        if (reg_write && (write_reg != 5'b0))
            register[write_reg] <= write_data;
    end
end
assign read_data1 = (read_reg1 == 5'b0) ? 32'b0 : register[read_reg1];
assign read_data2 = (read_reg2 == 5'b0) ? 32'b0 : register[read_reg2];
endmodule
```
==> results.sh <==
# implementation run metrics
export IMPL_cts_tree="yes"
export IMPL_chipWidth_um=362
export IMPL_critPathLaunchType="primary input"
export IMPL_route_vias_total=47900
export IMPL_run_status="finished, final reports clean"
export IMPL_xor_xnor_share_of_the_synthesized_area_pct=0
export IMPL_yosysWarningCount=2
export IMPL_grt_overflow_total=0
export IMPL_drt_pre_antenna_iters=10
export IMPL_synth_async_reset_ratio_pct=100
export IMPL_grt_pass1_wl_um=387000
export IMPL_tritoncts_num_buffers=110
export IMPL_ys_cells=4649
export IMPL_power_density_nw_per_um2=244
export IMPL_gp_routability_congestion=1.08
export IMPL_irDropWorstVdd_mv=0.261
export IMPL_grt_max_degree=121
export IMPL_clkSlewWorstSetupHoldPaths_ps=60
export IMPL_final_hold_violation_count=0
export IMPL_vias_per_cell=7.42
export IMPL_leakagePower_nw=25.8
export IMPL_final_layout_size_suffix_gt1_share_pct=33.7
export IMPL_yosys_stat_chipArea_um2=51700
export IMPL_fillCellCount=11500
export IMPL_ys_top_logic_family="multiplexers"
export IMPL_ctsLongestPathBuffers=3
export IMPL_postCtsSetupRepairBufs=0
export IMPL_hold_buffers=0
export IMPL_slew_viol_final=0
export IMPL_clockRootBuffer="clkbuf_16"
export IMPL_drt_antenna_violating_nets=0
export IMPL_htree_levels=3
export IMPL_hold_path_cell_count=1
export IMPL_registers_top_by_ff_count="register"
export IMPL_peak_fanout_along_the_critical_path=18
export IMPL_seq_area_frac_synth_pct=48.0
export IMPL_crit_required_ps=6400
export IMPL_drt_total_wl_um=284000
export IMPL_detailedPlace_worstSlack_ps=856
export IMPL_max_clock_freq_ghz=0.136
export IMPL_avgSynthCellArea_um2=11.1
export IMPL_simple_share_pct=15.0
export IMPL_finalSetupViolations=0
export IMPL_design_core_area_um2=128000
export IMPL_initial_detailed_routing_violation_count=6257
export IMPL_count_of_tool_warnings=61
export IMPL_largest_register_ffs=992
export IMPL_fin_setup_tns_ps=0
export IMPL_synth_area_mux_share_pct=21.8
export IMPL_average_routed_wire_per_standard_cell_um=44.0
export IMPL_worstSkewPairLatency_ps=760
export IMPL_grt_usage_pct=44.9
export IMPL_layout_setup_ws_ps=622
export IMPL_min_path_type="flip-flop to flip-flop"
export IMPL_worst_slew_margin_rel_pct=23.1
export IMPL_netlist_instances=4649
export IMPL_cap_violations=0
export IMPL_fin_crit_sh_pct=92.2
export IMPL_die_height_um=362
export IMPL_floorplan_die_area_um2=131000
export IMPL_hold_end="register[5][11]$_DFFE_PP0P_"
export IMPL_post_route_clock_skew_ps=0
export IMPL_reg_largest_list="register: 992 flops"
export IMPL_post_synth_num_cell_types=73
export IMPL_worst_pin_slew_ps=1150
export IMPL_placementRows=131
export IMPL_port_buffer_count=113
export IMPL_initial_utilization_pct=40.4
export IMPL_cts_repair_resize_count=0
export IMPL_layout_area_overhead_vs_synth_pct=15.4
export IMPL_worst_r2r_cell_count=1
export IMPL_detailed_placer_s_ending_hpwl_um=175000
export IMPL_antenna_found_initial=20
export IMPL_ys_dominant_reg_cell="dfrtp_1"
export IMPL_synth_adder_area_share_pct=0
export IMPL_endpoint_kind="output port"
export IMPL_cell_area_after_synthesis_um2=51700
export IMPL_vias_in_the_first_global_route=46400
export IMPL_rsz0062_at_grt="no"
export IMPL_cp_data_arrival_time_ps=5780
export IMPL_number_of_drc_violations_after_detailed_routing=0
export IMPL_timing_final_crit_period_ps=7380
export IMPL_fraction_of_the_mapped_netlist_area_in_compound_gates_pct=11.0
export IMPL_worstHoldStart="register[5][11]$_DFFE_PP0P_"
export IMPL_number_of_enable_flip_flop_cells=0
export IMPL_cts_sinks=992
export IMPL_worstSetupPathType="primary input to output port"
export IMPL_worstReg2RegStart="register[21][20]$_DFFE_PP0P_"
export IMPL_top_level_ports=114
export IMPL_synth_ff_latch_count=992
export IMPL_r2r_end="register[21][20]$_DFFE_PP0P_"
export IMPL_setup_reg_to_reg_worst_slack_ps=7050
export IMPL_final_util_pct=46.7
-- area by class of cell --
cell class | count | area, µm² | share of cell area [%]
Antenna cell | 26 | 65.1 | 0.109
Clock buffer | 155 | 3150 | 5.29
Clock inverter | 44 | 624 | 1.05
Inverter | 20 | 78.8 | 0.132
Multi-Input combinational cell | 3133 | 25200 | 42.2
Sequential cell | 992 | 24800 | 41.6
Tap cell | 1662 | 2080 | 3.49
Timing Repair Buffer | 419 | 3640 | 6.10
-- through the flow --
| stage | area (µm²) | total power, mW | hold slack, ps | std cells |
|---|---|---|---|---|
| 2_1_floorplan | 51700 | 7.99 | 476 | 4649 |
| 3_3_place_gp | 55800 | 9.07 | 488 | 6226 |
| 3_5_place_dp | 55800 | 9.11 | 500 | 6226 |
| 4_1_cts | 59600 | 14.5 | 518 | 6425 |
| 5_1_grt | 59600 | 15.0 | 541 | 6427 |
| 6_report | 59600 | 14.6 | 516 | 6451 |
-- cells in the final DEF, fill, tap and decap left out, types with 20 or more instances in the layout --
cell	instances
mux2_2	993
dfrtp_1	992
nand3_1	596
a22oi_1	356
buf_4	288
and3_1	229
nand4_1	184
clkbuf_16	112
clkdlybuf4s50_1	104
a21oi_1	77
nand2_1	72
a2111oi_0	67
a31oi_1	56
and4_1	49
a22o_1	45
nor4_1	38
a222oi_1	33
nor2_2	29
diode_2	26
clkbuf_1	24
nor2_1	23
nor2_4	22
o31a_1	20
buf_12	20
-- logic make-up (layout without fill, tap and decap cells) --
| logic type | Yosys count | count (layout) |
|---|---|---|
| AND-OR/OR-AND | 749 | 749 |
| AND/OR/NAND/NOR | 1384 | 1384 |
| buffers and inverters | 524 | 638 |
| other | 0 | 26 |
| multiplexers | 1000 | 1000 |
| flip-flops | 992 | 992 |
-- power by group --
part / internal, mW / switching (mW)
Clock: 3.16 / 2.26
Combinational: 1.09 / 1.12
Sequential: 5.99 / 0.958
Total: 10.2 / 4.33
-- synthesized netlist by cell type, types with 70 or more instances --
| library cell | n | area, µm² |
|---|---|---|
| a21oi_1 | 77 | 385 |
| a22oi_1 | 356 | 2670 |
| and3_1 | 232 | 1450 |
| buf_1 | 70 | 263 |
| buf_2 | 136 | 681 |
| clkbuf_1 | 292 | 1100 |
| dfrtp_1 | 992 | 24800 |
| mux2_2 | 993 | 11200 |
| nand2_1 | 86 | 323 |
| nand3_1 | 598 | 2990 |
| nand4_1 | 184 | 1150 |
-- metal layers --
metal	vias to the layer above	track usage, %	share of wire, %
met1	24000	55.5	34
met2	4405	57.2	39
met5	-	4.03	0.26
met3	1463	30.4	18
met4	36	27.6	8.7
li1	17900	-	-
-- worst max-delay path, cell delays in order --
cell,delay [ps]
clkdlybuf4s50_1,960
nand2_1,620
nor2_4,520
buf_4,650
a22oi_1,140
and4_1,230
a31oi_1,450
clkdlybuf4s50_1,560
-- worst max path at each step --
| stage | to | from | depth (start not counted) |
|---|---|---|---|
| after CTS | read_data1[5] | read_reg1[1] | 8 |
| after global routing | read_data1[8] | read_reg1[1] | 7 |
| final | read_data1[5] | read_reg1[1] | 8 |
Power figures rest on the tool's default switching activity, not on a simulated workload.
