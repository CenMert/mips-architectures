==> ./design.v <==
module alu(
    input wire [31:0] a,                 
    input wire [31:0] b,                 
    input wire [3:0] alu_control,        
    output wire [31:0] result,           
    output wire zero                     
);
wire [31:0] AND_result;
and ALU_and(AND_result, a, b);
wire [31:0] OR_result;
or ALU_or(OR_result, a, b);
wire [31:0] ADD_result;
wire ADD_cout;
adder_32bit
    #(.CARRY_IN_0(1'b0))
ALU_adder
    (a, b, ADD_result, ADD_cout);
wire [31:0] XOR_result;
xor ALU_xor(XOR_result, a, b);
wire [31:0] SUB_result;
wire SUB_cout;
wire [31:0] ones_complement_result;
assign ones_complement_result = ~b;
adder_32bit
    #(.CARRY_IN_0(1'b1))
substractor_32bit
    (
        .a(a), 
        .b(ones_complement_result), 
        .sum(SUB_result), 
        .carry_out(SUB_cout)
    );
wire [31:0] SLT_result_muxed;
wire [31:0] SLT_A_is_Less = 32'd1;   
wire [31:0] SLT_A_is_Greater_Equal = 32'd0;  
assign SLT_MUX_SEL = SUB_result[31];
para_mux2to1
    #(.DATA_WIDTH(32))
SLT_mux
    (
        .inputA(SLT_A_is_Greater_Equal), 
        .inputB(SLT_A_is_Less),         
        .select(SLT_MUX_SEL),           
        .outputY(SLT_result_muxed)
    );
assign SLT_result = SLT_result_muxed;
wire [31:0] ZERO_32 = 32'b0;
wire [31:0] mux_L1_out0;
wire [31:0] mux_L1_out1;
wire [31:0] mux_L1_out2;
wire [31:0] mux_L1_out3;
para_mux2to1 mux_L1_0 (.inputA(AND_result), .inputB(OR_result), .select(alu_control[0]), .outputY(mux_L1_out0));
para_mux2to1 mux_L1_1 (.inputA(ADD_result), .inputB(XOR_result), .select(alu_control[0]), .outputY(mux_L1_out1));
para_mux2to1 mux_L1_2 (.inputA(ZERO_32), .inputB(ZERO_32), .select(alu_control[0]), .outputY(mux_L1_out2));
para_mux2to1 mux_L1_3 (.inputA(SUB_result), .inputB(SLT_result), .select(alu_control[0]), .outputY(mux_L1_out3));
wire [31:0] mux_L2_out0;
wire [31:0] mux_L2_out1;
para_mux2to1 mux_L2_0 (.inputA(mux_L1_out0), .inputB(mux_L1_out1), .select(alu_control[1]), .outputY(mux_L2_out0));
para_mux2to1 mux_L2_1 (.inputA(mux_L1_out2), .inputB(mux_L1_out3), .select(alu_control[1]), .outputY(mux_L2_out1));
para_mux2to1 mux_L3_FINAL (.inputA(mux_L2_out0), .inputB(mux_L2_out1), .select(alu_control[2]), .outputY(result));
endmodule
module adder_32bit
    #(parameter CARRY_IN_0 = 1'b0)
(
    input wire [31:0] a,
    input wire [31:0] b,
    output wire [31:0] sum,
    output wire carry_out
);
    wire [32:0] carry_chain; 
    assign carry_chain[0] = CARRY_IN_0;
    genvar i;
    generate
        for (i = 0; i < 32; i = i+1) begin : concat_full_adder
            full_adder generate_full_adder
            (
                .a(a[i]),
                .b(b[i]),
                .carry_in(carry_chain[i]),       
                .sum(sum[i]),
                .carry_out(carry_chain[i+1])     
            );
        end
    endgenerate
    assign carry_out = carry_chain[32];
endmodule
module full_adder(
    input wire a,  
    input wire b,  
    input wire carry_in,  
    output wire sum,  
    output wire carry_out  
);
    wire temp_out;
    xor sum_gate1(temp_out, a, b);  
    xor sum_gate2(sum, temp_out, carry_in);  
    wire temp_out_carry0, temp_out_carry1;
    and carry_gate1(temp_out_carry0, a, b);  
    and carry_gate2(temp_out_carry1, temp_out, carry_in);  
    or carry_gate(carry_out, temp_out_carry0, temp_out_carry1);  
endmodule
module mux2to1 (
    input wire input0,    
    input wire input1,    
    input wire select,    
    output wire out       
);
wire wSelNot;
wire firstOut;
wire secondOut;
not sel_not(wSelNot, select);
and first(firstOut, select, input1);
and second(secondOut, wSelNot, input0);
or result(out, firstOut, secondOut);
endmodule
module para_mux2to1
    #(parameter DATA_WIDTH = 32) 
(
    input wire [DATA_WIDTH-1:0] inputA,     
    input wire [DATA_WIDTH-1:0] inputB,     
    input wire select,           
    output wire [DATA_WIDTH-1:0] outputY    
);
    genvar i;
    generate
        for (i = 0; i < DATA_WIDTH; i = i + 1) begin : bit_slice
            mux2to1 u_mux (
                .input0(inputA[i]),     
                .input1(inputB[i]),     
                .select(select),        
                .out(outputY[i])        
            );
        end
    endgenerate
endmodule
==> ./run.sh <==
#!/bin/bash
# OpenROAD 26Q1-2900-gdf79404cd8, Yosys 0.63+post, stock flow scripts
make -C /OpenROAD-flow-scripts/flow DESIGN_CONFIG=/design/flow/config.mk WORK_HOME=/design/flow/orfs finish
==> ./config.mk <==
export PLATFORM = sky130hd
export DESIGN_NAME = alu
export DESIGN_NICKNAME = alu
export VERILOG_FILES = /design/flow/design.v
export SDC_FILE = /design/flow/constraint.sdc
export NUM_CORES = 4
export LEC_CHECK = 1
export CORE_UTILIZATION = 50
==> ./constraint.sdc <==
current_design alu

set clk_period 22.8
set clk_io_pct 0.2

create_clock -name clk0 -period $clk_period

set non_clock_inputs [all_inputs -no_clocks]
set_input_delay [expr $clk_period * $clk_io_pct] -clock clk0 $non_clock_inputs
set_output_delay [expr $clk_period * $clk_io_pct] -clock clk0 [all_outputs]
==> impl_metrics.yaml <==
# yosys + openroad results
drt:
  drt-initial-drc-count: 86
  drt-total-wl_um: 7610
  first_pass_iters: 4
  antenna_cells_inserted: 0
  drt-wirelength-per-cell_um: 12.7
  drc: 0
  detailroute.via_count: 2971
  vias_per_cell: 4.94
  drtAntennaViolNets: 0
floorplanning:
  die_y_um: 90.2
  core.rowCount: 31
  core_region_area_sq_um: 7370
  boundaryPins: 101
  floorplan.core_util: 0.528
  die_x_um: 90.2
  dieArea_sq_um: 8130
final_layout:
  drive_above_1_share: 0.0657
  fin_util: 0.643
  comb_area_sq_um: 3290
  flops: 0
  fillers: 608
  regArea_sq_um: 0
  clkbuf_count: 0
  fin_area_sq_um: 4740
  area_delta_synth_final_pct: 21.9
logic_synthesis:
  syn-cell-area_sq_um: 3890
  top_cell_area_share: 0.309
  syn-instance-count: 451
  yosysUniqueCellTypes: 27
  avgSynthCellArea_sq_um: 8.62
  yosysChipArea_sq_um: 3890
  top_area_cell: "fa_1"
  ys_seq_frac: 0
  yosysCellCount: 451
  yosysWarnings: 4
  synth.area.top_cells: "fa_1, ha_1, mux2i_1, inv_1, a22o_1"
timing:
  slew_headroom: 0.551
  setup_slack_ns: 0.434
  period_used_share: 0.981
  layout_min_cycle_time_ns: 22.37
  fmax_mhz: 44.7
  timing_hold_violations_final: 0
  slew_viol_final: 0
  tightest_slew_ns: 0.674
  rsz0062_at_grt: "false"
  setup_viol: 0
  setup_tns_ns: 0
worst_setup_path:
  crit_arrival_ns: 17.81
  crit_path_start_kind: "input port"
  crit_type: "input port to primary output"
  path_buffers: 5
  cp.required_ns: 18.24
  critPathMaxFanout: 2
  cp_top_family: "adder cells"
  crit_path_frequent_cell: "fa_1"
  critPathMaxStageDelay_ns: 0.52
  end_kind: "primary output"
  slowest_stage: "fa_2"
pwr:
  ir_worst_vdd_mv: 0.0162
  leakagePower_nw: 2.27
  power.density_nw_per_um2: 21.0
flow_run:
  tool_warnings: 67
  maxCapViolations: 0
outcome:
  outcome: "finished, final reports clean"
grt:
  antenna_found_initial: 0
  grt_first_pass_wirelength_um: 13500
  grt_max_degree: 69
  overflow: 0
  grt_use_total: 0.210
  grt_pass1_vias: 2918
place:
  io_buffers: 99
  gp_congestion: 0.834
  placed_area_sq_um: 4690
  dp_slack_ns: -0.131
  dp_hpwl_um: 5950
clock_network:
  cts_setup_buffers: 0
  hold_buffers: 0
min_path:
  min_path_type: "input port to primary output"
==> layer usage <==
layer / GRT usage / vias up / share of wire
met5: 0 / - / 0
met3: 0.0344 / 0 / 0.053
met2: 0.331 / 60 / 0.47
met4: 0.00269 / 0 / 0
li1: - / 1540 / -
met1: 0.342 / 1371 / 0.47
==> where the power goes <==
part	leakage (nW)	internal [mW]	switching, mW
clock	0	0	0
sequential	0	0	0
combinational	2.27	0.0550	0.0446
==> what timing repair did <==
action	CTS	global route
gates cloned	0	0
pin swaps	1	1
setup endpoints to repair	3	3
gates resized	4	15
==> final cells by class <==
class	instances	area share
timing repair buffer	108	0.220
multi-input combinational	318	0.694
inverter	76	0.0602
tap	99	0.0261
==> cell families after synthesis <==
group | count (synthesis) | share of synthesized area
compound gates | 93 | 0.153
fa+ha+maj | 125 | 0.518
xor+xnor | 1 | 0.00225
mux | 36 | 0.0927
simple gates | 62 | 0.0634
other cells | 1 | 0.000964
buf+inv | 133 | 0.170
==> synth_stat cells (all sizes together) (2+ instances only) <==
cell    instances
nor2b           2
a211oi          2
nor2           27
inv            76
nand2          30
buf            49
mux2i          36
ha             65
a21oi          25
a22o           30
o21ai          31
fa             60
clkbuf          8
==> metrics by stage <==
step	power (mW)	hold WS (ns)	cells
final	0.0996	10.08	601
after global routing	0.115	10.13	601
after global placement	0.0971	10.10	601
after detailed placement	0.0998	10.10	601
after floorplan	0.0649	9.48	451
after CTS	0.100	10.10	601
==> cells in the final DEF (no fill, tap or decap), drive strengths merged <==
cell,instances
a211oi,2
a21o,1
a21oi,25
a22o,30
a22oi,1
buf,12
clkdlybuf4s50,96
conb,1
fa,60
ha,65
inv,76
mux2i,36
nand2,30
nand2b,1
nand3b,1
nand4,1
nor2,27
nor2b,2
o211ai,1
o21ai,31
o22ai,1
o32ai,1
xnor2,1
==> final timing paths <==
kind / cells after the start / startpoint / to / slack (ns)
max: 39 / a[0] / result[30] / 0.43
min: 4 / alu_control[1] / result[31] / 10.08
Power and IR drop assume default switching activity.
